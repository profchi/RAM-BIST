===== ./config.mk =====
export PLATFORM = sky130hd
export DESIGN_NAME = RAM
export DESIGN_NICKNAME = RAM
export VERILOG_FILES = /design/flow/design.v
export SDC_FILE = /design/flow/constraint.sdc
export NUM_CORES = 4
export LEC_CHECK = 1
export CORE_UTILIZATION = 40
export SYNTH_MEMORY_MAX_BITS = 65536

===== ./constraint.sdc =====
current_design RAM

set clk_period 83.8
set clk_io_pct 0.2

create_clock -name clk0 -period $clk_period [get_ports {clk}]

set non_clock_inputs [all_inputs -no_clocks]
set_input_delay [expr $clk_period * $clk_io_pct] -clock clk0 $non_clock_inputs
set_output_delay [expr $clk_period * $clk_io_pct] -clock clk0 [all_outputs]

===== ./run.sh =====
#!/bin/bash
# OpenROAD 26Q1-2900-gdf79404cd8, Yosys 0.63+post, stock flow scripts
make -C /OpenROAD-flow-scripts/flow DESIGN_CONFIG=/design/flow/config.mk WORK_HOME=/design/flow/orfs finish

===== ./design.v =====
`timescale 1ns / 1ps
module RAM( clk, ram_rd_addrs, ram_wrt_addrs,
 ram_wrt_en, ram_wrt_dat, ram_rd_dat);
    input clk;
    input [9:0] ram_rd_addrs;
    input [9:0] ram_wrt_addrs;
    input ram_wrt_en;
    input [7:0] ram_wrt_dat;
    output reg [7:0] ram_rd_dat;
    reg [7:0] memory [1023:0];
    always@(posedge clk) begin
        if(ram_wrt_en) begin
            if (~(ram_wrt_addrs == 100 ))begin
                memory[ram_wrt_addrs] <= ram_wrt_dat;
            end
            else begin
                memory[ram_wrt_addrs] <= {ram_wrt_dat[7:5], ~ram_wrt_dat[4], ram_wrt_dat[3:0]};
            end
        end
       else begin
           ram_rd_dat <= memory[ram_rd_addrs];
        end
    end
endmodule

==> results.toml <==
# yosys + openroad results
[floorplan]
fp.dieH_um = 896
dieArea_um2 = 803000
initial_core_util_pct = 40.1
num_io_pins = 38
rows = 328
core_um2 = 797000
fp.dieW_um = 896

[clock_tree]
postCtsResizedCells = 0
cts_setup_buffers = 0
clock.latency.late_pin_ps = 1160
cts_tree = "built"
cts_sinks = 8200
clk_path_buf_depth = 4
clkTransAtPathRegs_ps = 60
numCtsBuffers = 780
cts-root-buf = "clkbuf_16"
cts_hold_buf = 0
h-tree-depth = 6

[yosys]
yosysWarnings = 1
synthCells = 15200
top_area_share_pct = 77.0
ys_top_cells_by_count = "edfxtp_1 (8200), mux4_2 (1577), nor2_1 (1121), mux2i_1 (1061), clkbuf_1 (339)"
flop_cell = "edfxtp_1"
yosysChipArea_um2 = 320000
edf_count = 8200
syn_avg_cell_area_um2 = 21.0
yosys.cell_types.count = 79
async_flop_share_pct = 0
yosys-top-cells-area = "edfxtp_1 (77%), mux4_2 (11%), mux2i_1 (3.3%)"
largest_area_cell = "edfxtp_1"
ys_cells = 15200
post-synth-top-count-cell = "edfxtp_1"
netlist_area_um2 = 320000
ys.flops = 8200
ys_seq_share_pct = 77.0

[power_and_ir_drop]
ir_drop_mv = 0.0249
power.leakage_nw = 112
powerDensity_nw_per_um2 = 23.2

[route]
ant_nets = 0
met3_wirelength_um = 193000
via_per_inst = 5.80
drt-met1-wl_um = 278000
vias = 158000
drc = 0
drtIter0Drc = 11600
avgRoutedWirePerCell_um = 34.2
finalWirelength_um = 933000
top_layer = "met5"
met2_length_um = 418000
first_pass_iters = 6

[finish]
drive_gt1_share_pct = 22.4
finalCoreUtilization_pct = 45.1
fin_area_um2 = 359000
syn_to_final_growth_pct = 12.3
finalNonFillerCells = 27300

[timing]
period_used_pct = 31.1
grt_setup_unrepaired = "no"
hold_ws_ps = 1370
slew_violations = 6
fmax_mhz = 38.4
final_hold_viol_count = 0
fin_setup_tns_ps = 0
post-route-min-period_ps = 26050
slew_headroom_pct = -5.12
worstMarginPinSlew_ps = 1570
clock_skew_ps = 46.8
finalSetupViolCount = 0

[global_route]
grtUsageTotal_pct = 25.6
gr-total-overflow = 0
grt_pass1_wl_um = 1310000
grt_pass1_vias = 172000
antenna_found_initial = 89
grt_max_degree = 141

[place]
placed_area_um2 = 335000
dp_hpwl_um = 589000
routabilityCongestion = 0.909
portBuffers = 37
post-place-cells = 25800

[worst_setup_path]
reg2reg_from = "memory[529][7]"
worst_ep_required_time_ps = 84710
cp.arrival_ps = 26960
r2r_cells = 8
critPathLaunchType = "input pin"
cp-end-kind = "flop"
worstReg2RegEnd = "ram_rd_dat[7]"
crit_type = "input pin to flop"
critPathMaxFanout = 61
r2r_setup_slack_ps = 79580

[hold_path]
hold_class = "flop to flop"
whs_endpoint = "ram_rd_dat[1]"
min_path_cells = 7
hold_path.startpoint = "memory[368][1]"

[run]
drv_cap = 1
tool_warnings = 52

[status]
status = "finished, violations left"
violations = "capacitance limit, slew limit"
final cells by class:
class / instances / area, um2
Clock buffer: 1000 / 20700
Clock inverter: 409 / 3270
Antenna cell: 114 / 285
Inverter: 8 / 55.1
Tap cell: 10600 / 13200
Sequential cell: 8200 / 246000
Timing Repair Buffer: 995 / 7890
Multi-Input combinational cell: 6017 / 67500
Fill cell: 65600 / 438000
stage by stage:
stage | setup slack [ps] | total power [mW]
6_report | 57750 | 8.32
5_1_grt | 56910 | 8.54
4_1_cts | 57570 | 8.36
3_5_place_dp | 56310 | 5.03
3_3_place_gp | 56410 | 5.03
2_1_floorplan | 34260 | 4.84
cells in the final DEF (no fill, tap or decap), types with 17 or more instances in the layout:
cell type / count
a211oi_1: 35
a21oi_1: 254
a221oi_1: 114
a22o_1: 42
a22oi_1: 178
a31oi_1: 31
buf_12: 18
buf_4: 932
bufinv_16: 39
clkbuf_1: 202
clkbuf_16: 798
clkdlybuf4s50_1: 21
clkinv_1: 200
clkinv_2: 104
clkinvlp_4: 17
diode_2: 114
edfxtp_1: 8200
inv_6: 18
mux2_2: 30
mux2i_1: 1061
mux4_1: 90
mux4_2: 1577
nand2_1: 242
nand3_1: 69
nand3_4: 22
nand4_1: 22
nor2_1: 1107
nor3_1: 78
o211ai_1: 29
o21ai_0: 206
o221ai_1: 253
o22ai_1: 256
or3_1: 19
or4_1: 17
kinds of logic after synthesis:
family | count (synthesis) | synth area share (%)
simple gates | 1739 | 2.29
compound gates | 1519 | 3.30
mux | 2758 | 15.3
xor+xnor | 1 | 0.00274
flops | 8200 | 77.0
buf+inv | 1012 | 2.13
flip-flops by register name (all words and copies together) (netlist names):
register    flops
memory       8192
ram_rd_dat      8
power breakdown:
group | total, mW | internal (mW) | switching [mW]
clock network | 3.37 | 1.86 | 1.51
registers | 4.52 | 4.51 | 0.00214
logic | 0.430 | 0.133 | 0.297
total | 8.32 | 6.51 | 1.81
worst max-delay path, stage by stage:
cell	delay, ps
buf_16	330
buf_4	660
buf_4	540
buf_4	580
buf_4	660
buf_4	650
buf_4	650
buf_4	660
buf_4	670
buf_4	700
buf_4	680
buf_4	590
mux4_1	640
mux4_2	520
o211ai_1	600
a221oi_1	210
buf_4	190
a221o_1	300
worst max path at each step:
stage / startpoint / end / slack, ps
6_report: ram_rd_addrs[0] / ram_rd_dat[7] / 57750
5_1_grt: ram_rd_addrs[0] / ram_rd_dat[7] / 56910
4_1_cts: ram_rd_addrs[0] / ram_rd_dat[7] / 57570
per-layer routing:
metal  vias to the layer above  GRT usage [%]
met5                         -           4.35
met4                       159           8.55
met3                      1821           23.2
met2                     10500           35.4
met1                     80300           28.4
li1                      65500              -
Power figures rest on the tool's default switching activity, not on a simulated workload.
