==> design/flow/config.mk <==
export PLATFORM = sky130hd
export DESIGN_NAME = Pattern
export DESIGN_NICKNAME = Pattern
export VERILOG_FILES = /design/flow/design.v
export SDC_FILE = /design/flow/constraint.sdc
export NUM_CORES = 4
export LEC_CHECK = 1
export CORE_AREA = 10 10 75 75
export DIE_AREA = 0 0 85 85
==> design/flow/constraint.sdc <==
current_design Pattern

set clk_period 2.5
set clk_io_pct 0.2

create_clock -name clk0 -period $clk_period [get_ports {clk}]

set non_clock_inputs [all_inputs -no_clocks]
set_input_delay [expr $clk_period * $clk_io_pct] -clock clk0 $non_clock_inputs
set_output_delay [expr $clk_period * $clk_io_pct] -clock clk0 [all_outputs]
==> design/flow/design.v <==
`timescale 1ns / 1ps
module Pattern( clk, count_rst, pat_rst, nxt_pat_trig,
 nxt_count_trig, error, pat, count);
     input clk;
     input count_rst;
     input pat_rst;
     input nxt_pat_trig;
     input nxt_count_trig;
     input error;
     output reg [8:0] pat;
     output reg [10:0] count;
     always @ (posedge clk)
     begin
        if (count_rst)
        begin
            count = 0;
        end
        else if (nxt_count_trig & ~pat[8] & ~error)
        begin
            count <= count + 1;
        end
        if (pat_rst)
        begin
            pat = 1;
        end
        else if (nxt_pat_trig & ~error)
        begin
            pat <= pat*2;
        end
     end
endmodule
==> design/flow/run.sh <==
#!/bin/bash
# OpenROAD 26Q1-2900-gdf79404cd8, Yosys 0.63+post, stock flow scripts
make -C /OpenROAD-flow-scripts/flow DESIGN_CONFIG=/design/flow/config.mk WORK_HOME=/design/flow/orfs finish
==> reports/results.txt <==
IO Port Bufs: 25
Max VDD drop: 0.000373 V
Clock Root Buffer: clkbuf_8
H-tree depth: 1
Clk pin slew, worst setup/hold paths: 0.07 ns
Flop pwr share: 57.8%
Placer's final routability congestion estimate: 0.724
DRT Pass-1 Iters: 4
DRT antenna net count: 0
Drt initial violations: 40
Setup TNS: 0 ns
Synthesis Warnings: 1
Max Fclk: 531 MHz
Die Ht: 85 microns
Most used logic cell in the final layout: clkdlybuf4s50_1
Layout cells sized above 1: 7.50%
Max_slew headroom: 70.0%
Drc violations: 0
Initial antenna violation count: 0
Die area: 7230 sq um
RSZ-0062 raised after global routing: no
Hold path startpoint: pat[3]$_SDFFE_PP0P_
# IOs: 26
Core area: 4060 sq um
Global-route wire length before repair: 3180 microns
Cell Type Count: 27
Worst R2R Start: count[0]$_SDFFE_PP0P_
Dpl cells: 167
Setup Viol. Count Final: 0
Yosys Chip Area: 890 sq um
CTS Sinks: 20
Critical Path RT: 2.67 ns
Crit path to: count[8]$_SDFFE_PP0P_
Cell count of the worst reg-to-reg path: 4
Worst EP arrival: 2.06 ns
Cell area after synthesis: 890 sq um
Internal power: 0.000452 W
All-Layer GR Usage: 5.15%
Cell area leaders: dfxtp_1 45%, nand2_1 8.4%, a21oi_1 7.9%, nor4_4 4.8%, o31ai_1 3.4%
Worst Tran Pin Value: 0.448 ns
Max-Cap Viols: 0
Resized Gates After CTS: 0
Fp util: 21.9%
Drt via density: 4.36
Cts hold-fix bufs: 0
Switching share of power: 20.5%
Slew Viols, Final: 0
Critical path origin: error
Total vias in the final route: 742
Rows: 23
Worst hold slack: 0.472 ns
Synth Seq Share: 45.0%
RR Endpoint: count[8]$_SDFFE_PP0P_
Post-synthesis cell count: 97
Detail Placement HPWL: 1500 microns
Most instantiated logic cells after routing: 25 x clkdlybuf4s50_1, 20 x nand2_1, 20 x dfxtp_1, 14 x a21oi_1, 5 x nor2_1
Avg Cell Area, Syn: 9.17 sq um
Status: finished clean
Synth-to-Final Area Change: 36.8%
Max FO, Critical Path: 14
Post-CTS setup buffer count: 0
Combinational group share of total power: 6.6%
# Cells Yosys: 97
Vias in the first global route: 715
Reg2Reg Setup Slack: 0.97 ns
Clock Power Share: 35.7%
Log Warnings: 25
Largest area contributor in the netlist: dfxtp_1
Clk_skew: 0.00390 ns
Clk Latency, worst-skew pair: 0.25 ns
Hold WC Path Type: flop to flop
Startpoint Class: input pin
Die width: 85 microns
Pleak: 0.409 nW
DRT Wirelength: 1920 microns
GR Overflow Total: 0
Sw power: 0.000116 W
Pin count of the biggest net entering global routing: 15
Tmin final: 1.88 ns
Ant. Diodes: 0
Post-layout period usage: 75.3%
Worst setup EP type: flop
Yosys top cell area share: 45.0%
TritonCTS Buffers: 3
CTS tree: yes
Setup WS post-layout: 0.617 ns
Final Hold Viols: 0
Pre-CTS setup slack: 0.352 ns
Routed WL per cell: 11.3 microns
Non-Filler Instances: 170
Post-synth regs: 20
PwrDens: 467 nW/um^2
Max Root-Sink Buffers: 2
Crit Path Class: input pin to flop
cell usage after synthesis:
cell	instances
nor2b_1	2
and2b_1	1
a21o_1	1
nor2_1	5
o21ai_0	2
dfxtp_1	20
nand4bb_4	1
and4bb_2	1
buf_6	1
ha_1	1
nand2_1	20
mux2_2	1
or3_1	2
clkbuf_1	3
nand4_2	1
mux2i_1	1
inv_1	2
buf_1	1
mux2_1	1
o31ai_1	4
nand2b_1	1
nand3_1	2
nor3b_1	1
a21oi_1	14
or4_1	4
nor4_4	2
xnor2_1	2
through the flow:
step	util [%]	cell area [sq um]	total power, W
final	30.0	1220	0.000568
after global routing	30.0	1220	0.000599
after CTS	30.0	1220	0.000576
after detailed placement	29.0	1180	0.000373
after global placement	29.0	1180	0.000373
after floorplan	-	890	0.000351
cell type report:
class                           instances  area (sq um)
Timing Repair Buffer                   25           250
Sequential cell                        20           400
Multi-Input combinational cell         70           455
Tap cell                               50          62.6
Inverter                                2          7.51
Fill cell                             403          2840
Clock buffer                            3          41.3
critical path, stage by stage:
cell,delay [ns]
clkdlybuf4s50_1,0.46
nand4bb_4,0.37
or4_1,0.55
a21oi_1,0.17
flip-flops by register name (all words and copies together), names as in the netlist:
signal / cells
count: 11
pat: 9
power by group through the flow:
stage / sequential (W) / clock, W / combinational, W
4_1_cts: 0.000328 / 0.000210 / 0.0000380
5_1_grt: 0.000329 / 0.000228 / 0.0000419
6_report: 0.000328 / 0.000203 / 0.0000372
how the worst min path moves through the flow:
stage                      to  slack [ns]  cells after the start
4_1_cts   pat[8]$_SDFFE_PP0P_        0.47                      2
6_report  pat[4]$_SDFFE_PP0P_        0.47                      2
5_1_grt   pat[1]$_SDFFE_PP0P_        0.50                      2
kinds of logic (layout without fill, tap and decap cells):
family	Yosys count	in the layout	synth area share, %
AND/OR/NAND/NOR	43	43	30.9
buffers and inverters	7	30	3.80
adder cells (fa/ha/maj)	1	1	1.41
multiplexers	3	3	3.66
XOR/XNOR	2	2	1.97
flip-flops	20	20	45.0
AND-OR/OR-AND	21	21	13.2
metal layers:
metal,routed length [microns],global-route usage [%],share of wire (%),vias up
li1,-,-,-,386
met1,873,6.12,45,335
met2,816,8.11,42,21
met3,231,3.37,12,0
met4,0,0,0,0
met5,0,0,0,-
No activity file was given, so power comes from the tool's default toggle rates.
